<file path="/design/flow/run.sh">
#!/bin/bash
# OpenROAD 26Q1-2900-gdf79404cd8, Yosys 0.63+post, stock flow scripts
make -C /OpenROAD-flow-scripts/flow DESIGN_CONFIG=/design/flow/config.mk WORK_HOME=/design/flow/orfs finish
</file>
<file path="/design/flow/design.v">
module hangman(clk, rst, letter, WrongGuesses, GameStatus);
    input clk;
    input rst;
    input [6:0] letter;
    output [2:0] WrongGuesses;
    output [1:0] GameStatus;
    parameter PLAY=2'd0;
    parameter LOSE=2'd1;
    parameter WIN=2'd2;
    reg[5:0] Guess;
    wire[5:0] NextGuess;
    parameter s0 = 6'b000000;
    parameter Won = 6'b111111;
    reg[2:0] WrongStatus;
    wire[2:0] NextWrongStatus;
    parameter wrong0 = 3'b000;
    parameter wrong1 = 3'b001;
    parameter wrong2 = 3'b010;
    parameter wrong3 = 3'b011;
    parameter wrong4 = 3'b100;
    parameter S = 6'b100000;
    parameter P = 6'b010000;
    parameter A = 6'b001000;
    parameter T = 6'b000100;
    parameter U = 6'b000010;
    parameter L = 6'b000001;
    always@(posedge clk or posedge rst)
        begin
            if(rst)
                begin
                Guess <= s0;
                WrongStatus <= wrong0;
                end
            else
                begin
                Guess <= NextGuess;
                if(Guess != Won & WrongStatus != wrong4)
                    WrongStatus <= NextWrongStatus;
                end
        end
    assign NextGuess[0] = (letter == "s" & ~Guess[0] ? 1'b1 : Guess[0]);
    assign NextGuess[1] = (letter == "p" & ~Guess[1] ? 1'b1 : Guess[1]);
    assign NextGuess[2] = (letter == "a" & ~Guess[2] ? 1'b1 : Guess[2]);
    assign NextGuess[3] = (letter == "t" & ~Guess[3] ? 1'b1 : Guess[3]);
    assign NextGuess[4] = (letter == "u" & ~Guess[4] ? 1'b1 : Guess[4]);
    assign NextGuess[5] = (letter == "l" & ~Guess[5] ? 1'b1 : Guess[5]);
    assign NextWrongStatus =
        ((letter == "s" & ~Guess[0]) | (letter == "p" & ~Guess[1]) | (letter == "a" & ~Guess[2]) | (letter == "t" & ~Guess[3]) | (letter == "u" & ~Guess[4]) | (letter == "l" & ~Guess[5]) ? WrongStatus : 
            (WrongStatus == wrong0 ? wrong1 : 
                (WrongStatus == wrong1 ? wrong2 :
                    (WrongStatus == wrong2 ? wrong3 : 
                        wrong4))));
    assign WrongGuesses = WrongStatus;
    assign GameStatus = (WrongStatus == wrong4 ? LOSE : (Guess == Won ? WIN : PLAY));
endmodule
</file>
<file path="/design/flow/constraint.sdc">
current_design hangman

set clk_period 2.0
set clk_io_pct 0.2

create_clock -name clk0 -period $clk_period [get_ports {clk}]

set non_clock_inputs [all_inputs -no_clocks]
set_input_delay [expr $clk_period * $clk_io_pct] -clock clk0 $non_clock_inputs
set_output_delay [expr $clk_period * $clk_io_pct] -clock clk0 [all_outputs]
</file>
<file path="/design/flow/config.mk">
export PLATFORM = sky130hd
export DESIGN_NAME = hangman
export DESIGN_NICKNAME = hangman
export VERILOG_FILES = /design/flow/design.v
export SDC_FILE = /design/flow/constraint.sdc
export NUM_CORES = 4
export LEC_CHECK = 1
export CORE_AREA = 10 10 80 80
export DIE_AREA = 0 0 90 90
</file>
==> results.txt <==
Status on the layout run. The setup path with the least slack is of type input pin to register. Summing every instance area after synthesis gives 527 µm². Number of diodes added for antenna fixing landed at 0. Final count of pins violating max slew landed at 0.

Number of register bits inferred by synthesis landed at 9. Maximum root-to-sink buffer count landed at 2. First-pass GRT wire length landed at 2250 µm.

Count of yosys warnings during synthesis landed at 1. At the floorplan stage, the core utilization is reported as 11.2%. Fill cell total of the finished layout landed at 509.

The number of global-route vias before repair was 503. Once detail routing completed, the nets flagged for antenna violations numbered 0. Among the non-sequential cells, simple AND/OR/NAND/NOR gates take the most area. Height of the die landed at 90 µm.

The final weighted congestion recorded by global placement is 0.826. Share of post-route cells with drive strength above 1 landed at 35.1%. Global-route total usage across every layer landed at 3.27%. Worst-skew pair later-pin latency landed at 0.23 ns. The critical path endpoint has a required time of 2.11 ns. Data arrival at the endpoint of the critical path landed at 2.06 ns. The routed design shows a wire length per standard cell of 9.60 µm. As logged by OpenROAD, the buffers inserted on ports number 13. Async set-reset flop share out of synthesis landed at 100%. The run finished with clean final reports. Total leakage power landed at 0.000394 µW.

Iteration tally of the first detailed-router pass landed at 3. Setup slack on the worst path after placement came out at -0.240 ns. Final setup slack of the worst path landed at 0.0535 ns. Post-detailed-route via-to-cell ratio landed at 3.43. The clock network accounts for 33.0% of the total power.

Number of library cell types mapped by synthesis landed at 29. Switching power as a share of total power landed at 26.0%. The share of total power dissipated in combinational logic is 28.7%. For this design, the CTS-stage hold fixing added 0 buffers.

The number of cells reported by Yosys stat comes to 48. Final period demand of the worst path landed at 1.95 ns. Warnings raised by the tools during the run amount to 25. After Yosys synthesis, XOR and XNOR cells account for 0% of the synthesized area. The first routing iteration left 22 violations. The flow reports that sequential cells draw 38.3% of the design power.

Detailed placement reports a standard cell area of 808 µm². Mean area per synthesized cell landed at 11.0 µm². Worst-case headroom to the max-slew limit landed at 75.8%. The floorplan step defined a core boundary enclosing 4720 µm². Per the CTS log, the root buffer master is sky130_fd_sc_hd__clkbuf_8. Final period utilization landed at 97.3%. Power comes to 615 µW. Along the worst path, the maximum fanout reaches 4. Looking at the gate-level netlist, the highest instance count belongs to sky130_fd_sc_hd__dfrtp_1. Post-synthesis sequential area ratio landed at 42.8%. STA classifies the critical path startpoint as an input pin. The final timing report lists clock skew as 0.00166 ns. After floorplanning, the die was sized to cover 8100 µm². The portion of synthesized area spent on multiplexers is 4.75%. Setup repair after global routing left no endpoint under its margin. 14 I/O pins were placed. TritonCTS created 3 clock buffers. Entering global routing, the biggest net connects 10 pins. The cell type that accounts for the most area after synthesis is sky130_fd_sc_hd__dfrtp_1. Net switching power landed at 160 µW. After technology mapping, the gate count stands at 48. The worst setup path is captured at a register. Number of vias in the routed layout landed at 484.

Design internal power landed at 455 µW. Total number of clock tree sinks landed at 9. After routing, the total negative slack on setup checks comes to 0 ns. Areal power density over the cells landed at 703 nW/µm². According to the dpl log, the detail-placed design has an HPWL of 1130 µm. Across all hold checks on the routed design, the worst slack comes to 0.447 ns. The final hold violation count recorded for this run is 0.

The last timing report of the flow puts the setup violation total at 0. Once the clock tree was built, the setup fixing pass inserted 0 buffers. Post-synthesis share of cell area spent on and-or and or-and gates landed at 20.4%. Global-route congestion overflow total landed at 0. For reference, the top cells by count after synthesis are 9 x sky130_fd_sc_hd__dfrtp_1, 5 x sky130_fd_sc_hd__nand2_1, 4 x sky130_fd_sc_hd__inv_1. For reference, simple AND, OR, NAND and NOR cells occupy 27.8% of the area reported after synthesis. Final cell area excluding filler cells landed at 875 µm².

X dimension of the die landed at 90 µm. Total number of H-tree levels landed at 1. Initial antenna violation count landed at 0. The area growth from synthesis to layout is 66.0%.

The startpoint identified for the worst register-to-register timing path is WrongStatus[2]. Number of core rows landed at 25. The min-delay analysis places its worst path in the category input pin to asynchronous set/reset pin.

For reference, the top cells by area after synthesis are sky130_fd_sc_hd__dfrtp_1 43%, sky130_fd_sc_hd__nor4_4 4.0%, sky130_fd_sc_hd__a41o_1 3.8%. Max-cap violations in this run came to 0. The synthesized design devotes to its leading area cell type 42.8% of total area.

The post-synth count of flops with an enable pin is 0. For this run, the leading register cell type out of synthesis is sky130_fd_sc_hd__dfrtp_1. At the pin with the least slew margin, the transition time is 0.363 ns.

Maximum VDD drop landed at 0.219 mV. The routed design has 1350 µm of wire. DRC violation count after routing landed at 0. Per the post-CTS timing run, clock transition at the registers of the reported paths is 0.04 ns. Maximum clock frequency landed at 0.514 GHz.

The cell-mix breakdown from Yosys lists the adder-cell area share as 0%. TritonCTS built the clock tree. Tracing the worst setup path back leads to its startpoint at letter[0]. Chip area line of the yosys report landed at 527 µm².
## logic make-up (layout without fill, tap and decap cells)
kind of cell | count (synthesis) | count (layout)
buf+inv | 5 | 31
simple gates | 21 | 21
mux | 2 | 2
flops | 9 | 9
compound gates | 11 | 11
## metal layers
| metal | wire length (µm) | vias up | GRT usage, % |
|---|---|---|---|
| li1 | - | 237 | - |
| met1 | 684 | 236 | 4.41 |
| met2 | 569 | 11 | 4.60 |
| met3 | 100 | 0 | 1.84 |
| met4 | 0 | 0 | 0.265 |
| met5 | 0 | - | 0 |
## layout make-up
cell class | instances | area [µm²] | area share, %
tap | 67 | 83.8 | 9.59
multi-input combinational | 34 | 295 | 33.8
inverter | 4 | 15.0 | 1.72
timing repair buffer | 23 | 210 | 24.0
sequential | 9 | 225 | 25.8
clock buffer | 4 | 45.0 | 5.15
## layout by cell type, fill, tap and decap left out, types with 2 or more instances in the layout
cell type,netlist,final
sky130_fd_sc_hd__clkbuf_8,0,3
sky130_fd_sc_hd__dlymetal6s2s_1,0,2
sky130_fd_sc_hd__inv_1,4,4
sky130_fd_sc_hd__nor2_1,3,3
sky130_fd_sc_hd__clkdlybuf4s50_1,0,11
sky130_fd_sc_hd__a41o_1,2,2
sky130_fd_sc_hd__dfrtp_1,9,9
sky130_fd_sc_hd__nand2_1,5,5
sky130_fd_sc_hd__buf_4,1,10
sky130_fd_sc_hd__and3_1,2,2
## worst paths after layout
path / end / slack (ns) / cells after the start
worst min register to register: Guess[5] / 0.49 / 1
worst min-delay path: WrongStatus[2] / 0.45 / 2
min in group clk0: Guess[5] / 0.49 / 1
worst max-delay path: WrongStatus[0] / 0.05 / 6
worst max register to register: WrongStatus[0] / 0.47 / 5
max in group asynchronous: Guess[5] / 1.29 / 2
## worst max-delay path: stages
cell	delay (ns)
sky130_fd_sc_hd__clkdlybuf4s50_1	0.52
sky130_fd_sc_hd__or4b_4	0.50
sky130_fd_sc_hd__nor4_4	0.15
sky130_fd_sc_hd__a211oi_2	0.09
sky130_fd_sc_hd__nand2_2	0.09
sky130_fd_sc_hd__mux2_4	0.29
## power groups by stage
stage	Sequential (µW)	Clock [µW]	Combinational [µW]
4_1_cts	236	209	178
5_1_grt	240	224	194
6_report	236	203	176
## flip-flops by register name, indices dropped and copies added, names as in the netlist
signal,flops
Guess,6
WrongStatus,3
## through the flow
stage / cells / util [%]
3_5_place_dp: 137 / 17.1
3_3_place_gp: 137 / 17.1
5_1_grt: 141 / 18.5
6_report: 141 / 18.5
2_1_floorplan: 48 / -
4_1_cts: 141 / 18.3
## repair_timing
action                     CTS  global route
cloned                       0             0
gates resized                2             3
setup endpoints to repair    3             2
pin swaps                    1             1
Power and IR drop assume default switching activity.
